==> /design/flow/design.v <==
`timescale 1ns / 1ps
module line_buffer_3x3 #(
    parameter IMG_W = 256
)(
    input  wire        clk,
    input  wire        rst,
    input  wire [7:0]  pixel_in,
    output wire [7:0]  w0,w1,w2,w3,w4,w5,w6,w7,w8
);
    reg [7:0] line1 [0:IMG_W-1];
    reg [7:0] line2 [0:IMG_W-1];
    reg [7:0] p0,p1,p2;
    integer i;
    always @(posedge clk or posedge rst) begin
        if (rst) begin
            p0<=0; p1<=0; p2<=0;
            for (i=0;i<IMG_W;i=i+1) begin
                line1[i]<=0; line2[i]<=0;
            end
        end else begin
            p2<=p1; p1<=p0; p0<=pixel_in;
            for (i=IMG_W-1;i>0;i=i-1) begin
                line2[i]<=line2[i-1];
                line1[i]<=line1[i-1];
            end
            line2[0]<=line1[0];
            line1[0]<=pixel_in;
        end
    end
    assign w0=line2[2]; assign w1=line2[1]; assign w2=line2[0];
    assign w3=line1[2]; assign w4=line1[1]; assign w5=line1[0];
    assign w6=p2;       assign w7=p1;       assign w8=p0;
endmodule
module line_buffer_5x5 #(
    parameter IMG_W = 256
)(
    input  wire        clk,
    input  wire        rst,
    input  wire [7:0]  pixel_in,
    output wire [7:0] w0,  w1,  w2,  w3,  w4,
    output wire [7:0] w5,  w6,  w7,  w8,  w9,
    output wire [7:0] w10, w11, w12, w13, w14,
    output wire [7:0] w15, w16, w17, w18, w19,
    output wire [7:0] w20, w21, w22, w23, w24
);
    reg [7:0] line [0:3][0:IMG_W-1];
    reg [7:0] p0,p1,p2,p3,p4;
    integer i,j;
    always @(posedge clk or posedge rst) begin
        if (rst) begin
            p0<=0; p1<=0; p2<=0; p3<=0; p4<=0;
            for (j=0;j<4;j=j+1)
                for (i=0;i<IMG_W;i=i+1)
                    line[j][i] <= 0;
        end else begin
            p4<=p3; p3<=p2; p2<=p1; p1<=p0; p0<=pixel_in;
            for (j=3;j>0;j=j-1)
                for (i=IMG_W-1;i>0;i=i-1)
                    line[j][i] <= line[j][i-1];
            for (i=IMG_W-1;i>0;i=i-1)
                line[0][i] <= line[0][i-1];
            line[3][0] <= line[2][0];
            line[2][0] <= line[1][0];
            line[1][0] <= line[0][0];
            line[0][0] <= pixel_in;
        end
    end
    assign w0=line[3][4];  assign w1=line[3][3];  assign w2=line[3][2];  assign w3=line[3][1];  assign w4=line[3][0];
    assign w5=line[2][4];  assign w6=line[2][3];  assign w7=line[2][2];  assign w8=line[2][1];  assign w9=line[2][0];
    assign w10=line[1][4]; assign w11=line[1][3]; assign w12=line[1][2]; assign w13=line[1][1]; assign w14=line[1][0];
    assign w15=line[0][4]; assign w16=line[0][3]; assign w17=line[0][2]; assign w18=line[0][1]; assign w19=line[0][0];
    assign w20=p4;         assign w21=p3;         assign w22=p2;         assign w23=p1;         assign w24=p0;
endmodule
module morph_dilate_3x3(
    input  wire [7:0] w0,w1,w2,w3,w4,w5,w6,w7,w8,
    output reg  [7:0] out
);
    always @(*) begin
        out=w0;
        if(w1>out)out=w1; if(w2>out)out=w2; if(w3>out)out=w3;
        if(w4>out)out=w4; if(w5>out)out=w5; if(w6>out)out=w6;
        if(w7>out)out=w7; if(w8>out)out=w8;
    end
endmodule
module morph_dilate_5x5(
    input wire [7:0] w0, w1, w2, w3, w4,
    input wire [7:0] w5, w6, w7, w8, w9,
    input wire [7:0] w10,w11,w12,w13,w14,
    input wire [7:0] w15,w16,w17,w18,w19,
    input wire [7:0] w20,w21,w22,w23,w24,
    output reg [7:0] out
);
    always @(*) begin
        out = w0;
        if(w1>out)out=w1; if(w2>out)out=w2; if(w3>out)out=w3; if(w4>out)out=w4;
        if(w5>out)out=w5; if(w6>out)out=w6; if(w7>out)out=w7; if(w8>out)out=w8; if(w9>out)out=w9;
        if(w10>out)out=w10; if(w11>out)out=w11; if(w12>out)out=w12; if(w13>out)out=w13; if(w14>out)out=w14;
        if(w15>out)out=w15; if(w16>out)out=w16; if(w17>out)out=w17; if(w18>out)out=w18; if(w19>out)out=w19;
        if(w20>out)out=w20; if(w21>out)out=w21; if(w22>out)out=w22; if(w23>out)out=w23; if(w24>out)out=w24;
    end
endmodule
module morph_edge_enhance(
    input  wire [7:0] pixel,
    input  wire [7:0] dilate,
    input  wire [7:0] erode,
    output wire [7:0] edge_out
);
    wire [7:0] yd, ye, emax, emin, diff;
    wire [8:0] sum;
    assign yd = (dilate > pixel) ? (dilate - pixel) : 8'd0;
    assign ye = (pixel > erode)  ? (pixel - erode)  : 8'd0;
    assign emax = (yd > ye) ? yd : ye;
    assign emin = (yd < ye) ? yd : ye;
    assign diff = emax - emin;
    assign sum = yd + ye + (diff >> 1);
    assign edge_out = (sum > 255) ? 8'hFF : sum[7:0];
endmodule
module morph_erode_3x3(
    input  wire [7:0] w0,w1,w2,w3,w4,w5,w6,w7,w8,
    output reg  [7:0] out
);
    always @(*) begin
        out=w0;
        if(w1<out)out=w1; if(w2<out)out=w2; if(w3<out)out=w3;
        if(w4<out)out=w4; if(w5<out)out=w5; if(w6<out)out=w6;
        if(w7<out)out=w7; if(w8<out)out=w8;
    end
endmodule
module morph_erode_5x5(
    input wire [7:0] w0, w1, w2, w3, w4,
    input wire [7:0] w5, w6, w7, w8, w9,
    input wire [7:0] w10,w11,w12,w13,w14,
    input wire [7:0] w15,w16,w17,w18,w19,
    input wire [7:0] w20,w21,w22,w23,w24,
    output reg [7:0] out
);
    always @(*) begin
        out = w0;
        if(w1<out)out=w1; if(w2<out)out=w2; if(w3<out)out=w3; if(w4<out)out=w4;
        if(w5<out)out=w5; if(w6<out)out=w6; if(w7<out)out=w7; if(w8<out)out=w8; if(w9<out)out=w9;
        if(w10<out)out=w10; if(w11<out)out=w11; if(w12<out)out=w12; if(w13<out)out=w13; if(w14<out)out=w14;
        if(w15<out)out=w15; if(w16<out)out=w16; if(w17<out)out=w17; if(w18<out)out=w18; if(w19<out)out=w19;
        if(w20<out)out=w20; if(w21<out)out=w21; if(w22<out)out=w22; if(w23<out)out=w23; if(w24<out)out=w24;
    end
endmodule
module morph_top_multiscale #(
    parameter IMG_W = 256
)(
    input  wire        clk,
    input  wire        rst,
    input  wire [7:0]  pixel_in,
    output reg  [7:0]  pixel_out
);
    wire [7:0] w0,w1,w2,w3,w4,w5,w6,w7,w8;
    wire [7:0] dilate_3, erode_3, edge_3;
    line_buffer_3x3 u_lb3 (
        .clk(clk), .rst(rst), .pixel_in(pixel_in),
        .w0(w0), .w1(w1), .w2(w2),
        .w3(w3), .w4(w4), .w5(w5),
        .w6(w6), .w7(w7), .w8(w8)
    );
    morph_dilate_3x3 u_d3 (
        w0,w1,w2,w3,w4,w5,w6,w7,w8,
        dilate_3
    );
    morph_erode_3x3 u_e3 (
        w0,w1,w2,w3,w4,w5,w6,w7,w8,
        erode_3
    );
    morph_edge_enhance u_edge3 (
        .pixel(pixel_in),
        .dilate(dilate_3),
        .erode(erode_3),
        .edge_out(edge_3)
    );
    wire [7:0]
        w50,w51,w52,w53,w54,
        w55,w56,w57,w58,w59,
        w510,w511,w512,w513,w514,
        w515,w516,w517,w518,w519,
        w520,w521,w522,w523,w524;
    wire [7:0] dilate_5, erode_5, edge_5;
    line_buffer_5x5 u_lb5 (
        .clk(clk), .rst(rst), .pixel_in(pixel_in),
        .w0(w50),  .w1(w51),  .w2(w52),  .w3(w53),  .w4(w54),
        .w5(w55),  .w6(w56),  .w7(w57),  .w8(w58),  .w9(w59),
        .w10(w510),.w11(w511),.w12(w512),.w13(w513),.w14(w514),
        .w15(w515),.w16(w516),.w17(w517),.w18(w518),.w19(w519),
        .w20(w520),.w21(w521),.w22(w522),.w23(w523),.w24(w524)
    );
    morph_dilate_5x5 u_d5 (
        w50,w51,w52,w53,w54,
        w55,w56,w57,w58,w59,
        w510,w511,w512,w513,w514,
        w515,w516,w517,w518,w519,
        w520,w521,w522,w523,w524,
        dilate_5
    );
    morph_erode_5x5 u_e5 (
        w50,w51,w52,w53,w54,
        w55,w56,w57,w58,w59,
        w510,w511,w512,w513,w514,
        w515,w516,w517,w518,w519,
        w520,w521,w522,w523,w524,
        erode_5
    );
    morph_edge_enhance u_edge5 (
        .pixel(pixel_in),
        .dilate(dilate_5),
        .erode(erode_5),
        .edge_out(edge_5)
    );
    wire [8:0] fuse_sum;
    wire [7:0] edge_fused;
    assign fuse_sum   = edge_3 + edge_5;
    assign edge_fused = fuse_sum >> 1;    
    reg [31:0] pix_cnt;
    wire       valid_pipe;
    assign valid_pipe = (pix_cnt > (IMG_W * 5));  
    initial begin
        pixel_out = 8'd0;
        pix_cnt   = 32'd0;
    end
    always @(posedge clk) begin
        if (rst) begin
            pixel_out <= 8'd0;
            pix_cnt   <= 32'd0;
        end else begin
            pix_cnt <= pix_cnt + 1;
            if (valid_pipe)
                pixel_out <= edge_fused;
            else
                pixel_out <= 8'd0;    
        end
    end
endmodule
==> /design/flow/run.sh <==
#!/bin/bash
# OpenROAD 26Q1-2900-gdf79404cd8, Yosys 0.63+post, stock flow scripts
make -C /OpenROAD-flow-scripts/flow DESIGN_CONFIG=/design/flow/config.mk WORK_HOME=/design/flow/orfs finish
==> /design/flow/config.mk <==
export PLATFORM = sky130hd
export DESIGN_NAME = morph_top_multiscale
export DESIGN_NICKNAME = morph_top_multiscale
export VERILOG_FILES = /design/flow/design.v
export SDC_FILE = /design/flow/constraint.sdc
export NUM_CORES = 4
export LEC_CHECK = 1
export CORE_UTILIZATION = 30
==> /design/flow/constraint.sdc <==
current_design morph_top_multiscale

set clk_period 39.4
set clk_io_pct 0.2

create_clock -name clk0 -period $clk_period [get_ports {clk}]

set non_clock_inputs [all_inputs -no_clocks]
set_input_delay [expr $clk_period * $clk_io_pct] -clock clk0 $non_clock_inputs
set_output_delay [expr $clk_period * $clk_io_pct] -clock clk0 [all_outputs]
==> results_dict.tcl <==
# collected from the flow reports
set metrics [dict create \
    die_area_um2 87900 \
    r2r-end "pixel_out[7]" \
    ff_type "dfrtp_1" \
    fin_ws_ns -9.20 \
    cts_buffers 9 \
    hold_path_class "reg2reg" \
    synthToLayoutAreaGrowth_pct 44.5 \
    flop_area_um2 2400 \
    ant_nets 0 \
    grt_max_degree 50 \
    drv_slew 0 \
    yosysTopAreaCell "ha_1" \
    synth_area_um2 26000 \
    crit_cells 302 \
    yosysCellCount 3482 \
    cts.path.max_buffers 2 \
    dpl.hpwl_um 72100 \
    reg2reg_depth 302 \
    synthesis.instances 3482 \
    crit_path_end_kind "flip-flop" \
    crit_arrival_ns 48.89 \
    vias 29100 \
    synth.distinct_cells 111 \
    clock_sinks 104 \
    fp_util_pct 30.4 \
    num_rows 107 \
    clock_latency_ns 0.41 \
    nFillCells 8049 \
    yosys_warnings 10 \
    die_y_um 296 \
    max_freq_mhz 20.6 \
    ys.flops 104 \
    worst_pin_slew_ns 0.894 \
    worstHoldPathCells 1 \
    rsz0062_at_grt "true" \
    vias_per_cell 5.19 \
    pin_count 18 \
    common_cells "ha_1 (509), inv_1 (359), a21oi_1 (319)" \
    finalHoldViolations 0 \
    top_area_share_pct 24.5 \
    drc 0 \
    h-tree-depth 3 \
    hold_end "pix_cnt[0]" \
    grt.total_usage_pct 22.7 \
    hold_ws_ns 0.498 \
    startpoint_type "flip-flop" \
    wire_per_inst_um 17.8 \
    syn_area_per_cell_um2 7.47 \
    yosysChipArea_um2 26000 \
    warning_count 31 \
    first_global_vias 27000 \
    antenna_found_initial 1 \
    overflow 0 \
    ys_async_sr_fraction_pct 61.5 \
    maxCapViolations 0 \
    grt_pass1_wl_um 153000 \
    cp_max_fo 8 \
    port-buffer-count 17 \
    crit_family "AND-OR/OR-AND gates" \
    cts_tree "built" \
    drt_iter0_drc 1902 \
    yosys.stat.seqShare_pct 9.24 \
    edf_count 0 \
    setup_viol 8 \
    worstHoldStart "pix_cnt[0]" \
    max_stage_delay_ns 0.53 \
    drive_gt1_share_pct 34.8 \
    logic_area_um2 24100 \
    min_period_ns 48.60 \
    clkTransAtPathRegs_ns 0.08 \
    die_w_um 296 \
    topCellsByArea "ha_1 (24%), dfrtp_1 (6.2%), a21oi_1 (6.1%)" \
    synthMostInstantiatedCell "ha_1" \
    path_class "reg2reg" \
    required_ns 39.69 \
    routed_wl_um 99800 \
    gp_congestion 0.997 \
    relSlewSlack_pct 40.0 \
    first_pass_iters 5 \
    skew_ns 0.0260 \
    setup_tns_ns -71.33 \
    crit_buf_inv 44 \
    violations "negative setup slack" \
    core_area_um2 85500 \
    critPathSlowestCell "o41a_4" \
    status "finished, violations left" \
    root_buffer "clkbuf_16" \
    post-route-period-util_pct 123 \
    holdBufCountCts 0 \
    r2r_setup_slack_ns -9.20 \
    rr_startpoint "u_lb5.line[771][3]" \
]
cell type report:
cell class / instances / area share (%)
multi-input combinational: 2922 / 64.1
tap: 1144 / 3.81
clock inverter: 7 / 0.160
sequential: 104 / 6.40
clock buffer: 9 / 0.599
inverter: 364 / 3.64
antenna: 2 / 0.0133
timing repair buffer: 1045 / 21.3
placed cells by master (no fill, tap or decap), types with 40 or more instances in the layout:
cell type,count
nand2_1,224
nor2_1,281
inv_1,326
nor2b_1,53
a21oi_2,52
o21ai_1,47
o21ai_0,155
ha_4,48
nor3_1,46
nand3_1,55
mux2i_1,98
nand2b_1,50
mux2_2,87
a21o_1,153
buf_4,1004
o21a_1,58
nand4_1,47
dfrtp_1,63
xnor2_1,45
a21oi_1,256
ha_1,451
dfxtp_1,40
state kept, by name, summed over array words and instances, names as in the netlist:
register    count
pix_cnt        32
u_lb5.line     56
u_lb3.p0        8
pixel_out       8
logic make-up (layout without fill, tap and decap cells):
kind of cell             Yosys count  after routing  share of synthesized area [%]
AND-OR/OR-AND                   1066           1069                           26.9
AND/OR/NAND/NOR                 1004           1007                           18.8
adder cells (fa/ha/maj)          540            540                           26.6
buffers and inverters            462           1425                           6.68
multiplexers                     219            219                           8.95
flip-flops                       104            104                           9.24
XOR/XNOR                          87             87                           2.96
other                              0              2                              0
worst reg2reg max path, delay by kind of cell, from the launching register on:
kind / cells / cell delay, ns
mux: 11 / 2.76
simple gates: 81 / 10.25
compound gates: 134 / 21.40
fa+ha+maj: 30 / 8.41
buf+inv: 44 / 4.90
flops: 1 / 0.43
xor+xnor: 2 / 0.36
timing repair:
item | CTS | global route
endpoints found under the setup margin | 8 | 8
cloned | 9 | 0
pin swaps | 83 | 151
setup buffers | 86 | 52
resized | 105 | 240
per-stage QoR:
| stage | cells | utilization [%] | area [µm²] | worst slack (ns) |
|---|---|---|---|---|
| after detailed placement | 5435 | 40.4 | 34600 | -9.72 |
| after CTS | 5544 | 42.1 | 36000 | -8.65 |
| final | 5597 | 43.9 | 37600 | -9.20 |
| after global placement | 5435 | 40.4 | 34600 | -9.03 |
| after global routing | 5595 | 43.9 | 37600 | -12.22 |
| after floorplan | 3482 | - | 26800 | -9.12 |
layer usage:
layer  routed length (µm)  GRT usage, %  up-vias
li1                     -             -    14600
met1                47000          33.3    13300
met2                41500          35.0      961
met3                 7950          3.86      197
met4                 3320          5.24        0
met5                    0             0        -
how the worst max path moves through the flow:
stage,start,to
global route,u_lb5.line[771][2],pixel_out[6]
finish,u_lb5.line[771][3],pixel_out[7]
CTS,u_lb5.line[771][1],pixel_out[6]
